[config.mk]
export PLATFORM = sky130hd
export DESIGN_NAME = async_fifo_top
export DESIGN_NICKNAME = async_fifo_top
export VERILOG_FILES = /design/flow/design.v
export SDC_FILE = /design/flow/constraint.sdc
export NUM_CORES = 4
export LEC_CHECK = 1
export CORE_UTILIZATION = 50
[constraint.sdc]
current_design async_fifo_top

set clk_period 27.1
set clk_io_pct 0.2

create_clock -name clk0 -period $clk_period [get_ports {r_clk}]
create_clock -name clk1 -period $clk_period [get_ports {w_clk}]

set non_clock_inputs [all_inputs -no_clocks]
set_input_delay [expr $clk_period * $clk_io_pct] -clock clk0 $non_clock_inputs
set_output_delay [expr $clk_period * $clk_io_pct] -clock clk0 [all_outputs]
[design.v]
module async_fifo_top(
    input w_clk, r_clk,       
    input rst_n,              
    input [15:0] data_in,     
    output [15:0] data_out,   
    output full, empty,       
    input w_en, r_en          
);
    wire [5:0] w_addr, r_addr;
    fifo_ctrl ctrl_inst (
        .w_clk(w_clk),
        .r_clk(r_clk),
        .rst_n(rst_n),
        .w_en(w_en),
        .r_en(r_en),
        .full(full),
        .empty(empty),
        .w_ptr(w_addr),
        .r_ptr(r_addr)
    );
dp_ram #(
    .DEPTH(64),    
    .WIDTH(16)     
) ram_inst (
    .w_clk(w_clk),
    .r_clk(r_clk),
    .w_en(w_en),
    .r_en(r_en),
    .w_addr(w_addr),
    .r_addr(r_addr),
    .data_in(data_in),
    .data_out(data_out)
);
endmodule
module dp_ram #(
    parameter DEPTH = 64,     
    parameter WIDTH = 16      
)(
    input w_clk, r_clk,
    input w_en, r_en,
    input [$clog2(DEPTH)-1:0] w_addr,  
    input [$clog2(DEPTH)-1:0] r_addr,
    input [WIDTH-1:0] data_in,
    output reg [WIDTH-1:0] data_out
);
    reg [WIDTH-1:0] mem[0:DEPTH-1];   
    always @(posedge w_clk) begin
        if (w_en) mem[w_addr] <= data_in;
    end
    always @(posedge r_clk) begin
        data_out <= (r_en) ? mem[r_addr] : {WIDTH{1'bz}};  
    end
endmodule
module fifo_ctrl(
    input w_clk, r_clk, rst_n,
    input w_en, r_en,
    output reg full, empty,
    output [5:0] w_ptr, r_ptr
);
    reg [5:0] w_ptr_bin = 6'd0, r_ptr_bin = 6'd0;
    wire [5:0] w_ptr_gray, r_ptr_gray;
    assign w_ptr_gray = w_ptr_bin ^ (w_ptr_bin >> 1);
    assign r_ptr_gray = r_ptr_bin ^ (r_ptr_bin >> 1);
    reg [5:0] w_ptr_sync[0:1];   
    reg [5:0] r_ptr_sync[0:1];   
    always @(posedge w_clk or negedge rst_n) begin
        if (!rst_n) begin
            w_ptr_bin <= 0;
            r_ptr_sync[0] <= 0;
            r_ptr_sync[1] <= 0;
        end else begin
            r_ptr_sync[0] <= r_ptr_gray;
            r_ptr_sync[1] <= r_ptr_sync[0];
            if (w_en && !full) 
                w_ptr_bin <= w_ptr_bin + 1;
        end
    end
    always @(posedge r_clk or negedge rst_n) begin
        if (!rst_n) begin
            r_ptr_bin <= 0;
            w_ptr_sync[0] <= 0;
            w_ptr_sync[1] <= 0;
        end else begin
            w_ptr_sync[0] <= w_ptr_gray;
            w_ptr_sync[1] <= w_ptr_sync[0];
            if (r_en && !empty)
                r_ptr_bin <= r_ptr_bin + 1;
        end
    end
    always @(*) begin
        full = (w_ptr_bin[5:4] != r_ptr_sync[1][5:4]) && 
               (w_ptr_bin[3:0] == r_ptr_sync[1][3:0]);
        empty = (w_ptr_sync[1] == r_ptr_bin);
    end
    assign w_ptr = w_ptr_bin;
    assign r_ptr = r_ptr_bin;
endmodule
[run.sh]
#!/bin/bash
# OpenROAD 26Q1-2900-gdf79404cd8, Yosys 0.63+post, stock flow scripts
make -C /OpenROAD-flow-scripts/flow DESIGN_CONFIG=/design/flow/config.mk WORK_HOME=/design/flow/orfs finish
==> qor.yml <==
synthesis:
  xor_share_pct: 0.462
  simple_gate_share_pct: 2.38
  ys_seq_share_pct: 76.6
  synth-edff-count: 1024
  yosys.area_share.aoi_pct: 3.82
  ys_sh_adder_pct: 0.450
  netlist_instances: 1989
  ys_sh_mux_pct: 14.1
  ys.flop_type: "edfxtp_1"
  async_reset_ff_share_pct: 3.35
  yosys_cells: 1989
  yosysWarnings: 5
  synthTopLogicFamily: "multiplexers"
  syn_area_sq_um: 41700
  yosys_area_sq_um: 41700
  ys_ff: 1076
  synth.distinct_cells: 57
  postSynthAreaPerCell_sq_um: 21.0
final_timing:
  slew_headroom_pct: 27.0
  hold_viol: 0
  setup_slack_ps: 19050
  clock_skew_ps: 21.6
  worstMarginPinSlew_ps: 1090
  finalSetupViolCount: 0
  hold_ws_ps: 348
  rsz0062_at_grt: "false"
  finalSetupTns_ps: 0
  drv_slew: 0
detailed_routing:
  drtAntennaViolNets: 0
  drtIter0Drc: 1310
  route.detailed.drc: 0
  vias: 20300
  viasPerCell: 6.16
  antenna_cells: 0
  dr.pass1.iters: 5
  wire_per_inst_um: 31.2
  wl_um: 103000
setup_path:
  critPathLaunchType: "flip-flop"
  path_delay_family: "buffers and inverters"
  slowest_stage: "dfrtp_1"
  critPathRequiredTime_ps: 21680
  r2r_slack_ps: 21920
  cp_num_cells: 5
  cpPeakStageDelay_ps: 530
  critPathMaxFanout: 12
  critPathBufInv: 2
  reg2reg_depth: 8
  crit_chain: "xor2_1 > nor4_1 > o21ai_0 > inv_1 > clkdlybuf4s50_1"
  worstSetupPathType: "flip-flop to output pin"
  cp_data_arrival_time_ps: 2630
  end_kind: "output pin"
placed_design:
  gp_congestion: 0.946
  dp_hpwl_um: 63200
  dp_slack_ps: 18900
  dp_cells: 3093
  port_buffers: 37
global_routing:
  grt_max_degree: 86
  overflow: 0
  busiest_layer: "met1"
  grt_use_met1_pct: 39.0
  grt.met3_usage_pct: 21.9
  grt_use_met2_pct: 37.3
  grt_use_total_pct: 27.8
  grt_pass1_wl_um: 149000
  grt_pass1_vias: 22000
  antenna_found_initial: 1
finish:
  layout_top_cell: "edfxtp_1"
  area_growth_pct: 12.3
  mostFrequentLayoutCells: "edfxtp_1, mux2i_1, mux4_2"
  instances_no_fill: 3291
  drive_gt1_share_pct: 20.9
pwr:
  p_total_mw: 4.85
  power.density_nw_per_um2: 104
  irDropWorstVdd_mv: 0.0945
  p_leak_nw: 15.4
clock_network:
  post_cts_buffers: 0
  cts_resized: 0
  ctsHoldBuffers: 0
  cts_sinks: 1076
  path_clk_slew_ps: 60
  tritoncts: "done"
floorplanning:
  die_w_um: 291
  die_h_um: 291
  core.rowCount: 105
  ios: 39
  fp-utilization_pct: 50.6
  die_area_sq_um: 84600
  fp.coreArea_sq_um: 82400
flow_run:
  drv_cap: 0
  tool_warnings: 33
worst_hold_path:
  holdPathStages: 0
  min_path_type: "flip-flop to flip-flop"
status:
  outcome: "finished, final reports clean"
==> worst register-to-register path, cell delays in order, from the launching register on <==
cell and delay [ps]:
dfrtp_4 930, buf_4 670, buf_4 570, buf_12 470, buf_4 510, mux4_2 620, a221oi_1 580, o21ai_0 420
o211a_1 280
==> routing by layer <==
layer	share of wire, %	wire (um)
met1	34	35300
met2	45	46000
met3	18	18300
met4	3.0	3060
met5	0.067	69
==> final timing paths <==
| kind | end | startpoint |
|---|---|---|
| max | full | ctrl_inst.w_ptr_bin[3]$_DFFE_PN0P_ |
| min | ctrl_inst.w_ptr_sync[1][3]$_DFF_PN0_ | ctrl_inst.w_ptr_sync[0][3]$_DFF_PN0_ |
| max reg2reg | ram_inst.data_out[1]$_DFF_P_ | ctrl_inst.r_ptr_bin[0]$_DFFE_PN0P_ |
| min reg2reg | ctrl_inst.w_ptr_sync[1][3]$_DFF_PN0_ | ctrl_inst.w_ptr_sync[0][3]$_DFF_PN0_ |
| max in group clk1 | ram_inst.mem[6][10]$_DFFE_PP_ | w_en |
| max in group asynchronous | ctrl_inst.r_ptr_bin[0]$_DFFE_PN0P_ | rst_n |
| min in group clk1 | ctrl_inst.r_ptr_sync[1][5]$_DFF_PN0_ | ctrl_inst.r_ptr_sync[0][5]$_DFF_PN0_ |
| min in group asynchronous | ctrl_inst.w_ptr_bin[2]$_DFFE_PN0P_ | rst_n |
==> kinds of logic (layout without fill, tap and decap cells) <==
group                      count (synthesis)  in the layout
xor gates and xnor gates                  22             22
adders and majority gates                 15             15
and+or+nand+nor                          207            207
muxes                                    347            347
DFF                                     1076           1076
AOI/OAI and AO/OA                        199            199
buffers and inverters                    123            355
==> cell type report <==
class / instances / area, sq um
Multi-Input combinational cell: 790 / 8870
Inverter: 9 / 33.8
Sequential cell: 1076 / 32000
Clock inverter: 68 / 659
Clock buffer: 130 / 2830
Fill cell: 5896 / 35500
Tap cell: 1070 / 1340
Timing Repair Buffer: 148 / 1140
==> cells in the mapped netlist, types with 17 or more instances <==
master	instances	area, sq um
dfrtp_1	36	901
a22oi_1	33	248
nand2b_1	20	125
nand3_1	25	125
nor2_1	78	293
mux4_1	28	736
o21ai_0	17	85.1
nand2_1	22	82.6
edfxtp_1	1024	30700
a221oi_1	72	631
clkbuf_1	31	116
buf_6	21	236
mux4_2	156	3510
nor3_1	27	135
buf_2	34	170
mux2i_1	160	1600
==> through the flow <==
stage	util [%]	area (sq um)
after floorplan	-	41700
after global placement	52.7	43400
after detailed placement	52.7	43400
after CTS	56.9	46900
after global routing	56.9	46900
final	56.9	46900
==> power breakdown <==
group | internal [mW] | switching, mW | leakage [nW]
registers | 1.92 | 0.0742 | 9.78
clock network | 0.849 | 0.613 | 1.69
logic | 0.534 | 0.863 | 3.89
total | 3.30 | 1.55 | 15.4
==> flip-flops by register name, summed over array words and instances, names as in the netlist <==
| register | flops |
|---|---|
| ctrl_inst.r_ptr_bin | 6 |
| ctrl_inst.r_ptr_sync | 12 |
| ctrl_inst.w_ptr_bin | 6 |
| ctrl_inst.w_ptr_sync | 12 |
| ram_inst.data_out | 16 |
| ram_inst.mem | 1024 |
Power figures rest on the tool's default switching activity, not on a simulated workload.
